==> design/flow/design.v <==
module vendingMachine (input clk, reset, N, D, Q, output Dispense, ReturnNickel, ReturnDime, ReturnTwoDimes);
	reg [3:0] currentState, nextState;
	parameter S0 	= 5'b0000;
	parameter S5 	= 5'b0001;
	parameter S10 	= 5'b0010;
	parameter S15	= 5'b0100;
	parameter S20 	= 5'b1000;
	always @ (posedge clk, posedge reset)
		if (reset) currentState <= S0;
		else currentState <= nextState;
	always @(*)
		case (currentState)
			S0:	if (N) nextState 			<= S5;
					else if (D) nextState 	<= S10;
					else if (Q) nextState 	<= S0;
					else 			nextState	<= S0;
 			S5:	if (N) nextState 			<= S10;
					else if (D) nextState 	<= S15;
					else if (Q) nextState 	<= S0;
					else 			nextState	<= S5;
 			S10:	if (N) nextState 			<= S15;
					else if (D) nextState 	<= S20;
					else if (Q) nextState 	<= S0;
					else 			nextState	<= S10;
 			S15:	if (N) nextState 			<= S20;
					else if (D) nextState 	<= S0;
					else if (Q) nextState 	<= S0;
					else 			nextState	<= S15;
 			S20:	if (N) nextState 			<= S0;
					else if (D) nextState 	<= S0;
					else if (Q) nextState 	<= S0;
					else 			nextState	<= S20;
			default:				nextState 	<= S0;
		endcase
	assign Dispense = 
				(Q & currentState == S0) |
				(Q & currentState == S5) |
				(Q & currentState == S10) |
				(D & currentState == S15) |
				(Q & currentState == S15) |
				(N & currentState == S20) |
				(D & currentState == S20) |
				(Q & currentState == S20);
	assign ReturnNickel =
				(Q & currentState == S5)  |
				(Q & currentState == S15) |
				(D & currentState == S20);
	assign ReturnDime = 
				(Q & currentState == S10) |
				(Q & currentState == S15);
	assign ReturnTwoDimes = (Q & currentState == S20);
endmodule
==> design/flow/run.sh <==
#!/bin/bash
# OpenROAD 26Q1-2900-gdf79404cd8, Yosys 0.63+post, stock flow scripts
make -C /OpenROAD-flow-scripts/flow DESIGN_CONFIG=/design/flow/config.mk WORK_HOME=/design/flow/orfs finish
==> design/flow/config.mk <==
export PLATFORM = sky130hd
export DESIGN_NAME = vendingMachine
export DESIGN_NICKNAME = vendingMachine
export VERILOG_FILES = /design/flow/design.v
export SDC_FILE = /design/flow/constraint.sdc
export NUM_CORES = 4
export LEC_CHECK = 1
export CORE_AREA = 10 10 70 70
export DIE_AREA = 0 0 80 80
==> design/flow/constraint.sdc <==
current_design vendingMachine

set clk_period 1.3
set clk_io_pct 0.2

create_clock -name clk0 -period $clk_period [get_ports {clk}]

set non_clock_inputs [all_inputs -no_clocks]
set_input_delay [expr $clk_period * $clk_io_pct] -clock clk0 $non_clock_inputs
set_output_delay [expr $clk_period * $clk_io_pct] -clock clk0 [all_outputs]
==> run summary <==
Implementation results

The total cell area at the placement stage is 484.2 µm². 0 antenna diodes ended up in the layout. Entering global routing, the biggest net connects 10 pins. The worst endpoint data arrival time is 1280 ps. The distinct cell type count of the synthesized netlist is 20. The total of endpoints with negative setup slack in the final report is 2.

The cell area after technology mapping is 304.0 µm². On the reported timing paths, the clock transition at the registers reads 40 ps. The count of vias placed by the detailed router is 321. The overall routed net length is 857 µm. The number of global-route vias before repair is 309. The flow ran to the end, but the final reports show violations. The cell count after synthesis is 34. The ratio of final minimum period to clock period is 118.1%.

The total clock buffers created by CTS is 3. The critical path startpoint category is a flip-flop. The proportion of layout cells with a drive suffix above 1 is 41.82%. The total negative setup slack is -402.4 ps. The largest register by flop count is currentState. In this build the clock could be raised as far as 0.6511 GHz. The worst reg-to-reg path cell count is 5.

The finished cells cover 553.0 µm². The setup check on the worst reg-to-reg path leaves a slack of 120 ps. The floorplan step records an initial core utilization of 8.901%. The power report puts the leakage power at 0.2476 nW. The initial antenna violation count came to 0. The critical-path maximum fanout is 2.

The I/O pin count is 9. The required time of the critical path is 1040 ps. Measured along the y axis, the die boundary spans 80 µm. CTS built an H-tree with a depth of 1.

The quantity of I/O buffers inserted on ports is 8. The floorplan has 21 rows. The source of the worst register-to-register timing path is currentState[1].

The class of the most critical setup path is flip-flop to output pin. The largest registers in the layout are currentState x5. The tool flagged a number of max-cap violations equal to 0. The overall die size recorded for this design is 0.006400 mm². The relative area change from synthesis to final layout is 81.89%. After detailed routing, the average wire length per cell comes to 8.485 µm.

The stage logs contain a warning count of 27. The peak ir drop on the vdd network is 0.0001508 V. The worst-case clock buffer depth is 2. Setup repair after global routing could not meet its margin everywhere.

The insertion delay of the later-clocked pin in the worst-skew pair is 240 ps. The mean instance size in the synthesized netlist is 8.942 µm². The capturing point of the worst reg2reg path is currentState[1].

Between clock sinks in the finished design, the worst skew comes to 0.5911 ps. Synthesis inferred 5 register bits. The class of the tightest hold or removal check is primary input to asynchronous set/reset pin. Per Yosys stat, the portion of area used by sequential elements is 41.56%. The count of routing violations after the opening detailed-route iteration is 32. The final estimated routing congestion in global placement is 0.8485.

The pre-antenna-repair detailed-routing pass consisted of 4 iterations. The pin slew with the least headroom to its limit is 271.1 ps. After floorplanning, the core was sized to cover 0.003416 mm². The synth_stat.txt file lists the number of cells as 34. The max-slew violation count is 0.

The yosys-reported design area after synthesis is 304.0 µm². The total global routing overflow is 0. The final critical path time including I/O delays and setup is 1536 ps.

The number of warnings printed during yosys synthesis is 1. Power spread over the standard cell area amounts to 1018 mW/mm². The root buffer selected by CTS is sky130_fd_sc_hd__clkbuf_4. The worst setup path is captured at an output pin. The width of the die is 80 µm. The final reports fail on setup timing.

The number of clock sinks is 5. The register with the most flip-flops in the layout has 5 of them. The clock tree from TritonCTS is done. The tightest slew margin relative to the limit is 81.69%. The via count normalized by instance count is 3.178. The slack of the critical path is -235.8 ps. Per the post-route antenna check, the number of violating nets is 0.

The post-DP HPWL is 666.3 µm. The global-route usage over all layers is 2.625%. Per the final timing report, the hold violations number 0. The DRC violations left is 0. The first global-routing pass estimated 1359 µm of wire.
==> placed cells by master, fill, tap and decap left out <==
master                            instances
sky130_fd_sc_hd__a221oi_1                 1
sky130_fd_sc_hd__nor2_1                   3
sky130_fd_sc_hd__a22o_4                   1
sky130_fd_sc_hd__or2_4                    1
sky130_fd_sc_hd__o21ai_0                  1
sky130_fd_sc_hd__o41ai_2                  1
sky130_fd_sc_hd__dfstp_2                  1
sky130_fd_sc_hd__nor3b_1                  2
sky130_fd_sc_hd__and2_1                   1
sky130_fd_sc_hd__o21a_1                   1
sky130_fd_sc_hd__clkbuf_1                 1
sky130_fd_sc_hd__buf_4                    8
sky130_fd_sc_hd__a21oi_1                  5
sky130_fd_sc_hd__inv_1                    3
sky130_fd_sc_hd__clkdlybuf4s50_1          2
sky130_fd_sc_hd__clkbuf_4                 3
sky130_fd_sc_hd__o21ai_1                  1
sky130_fd_sc_hd__dlygate4sd2_1            1
sky130_fd_sc_hd__buf_2                    3
sky130_fd_sc_hd__buf_6                    5
sky130_fd_sc_hd__o41ai_1                  1
sky130_fd_sc_hd__a2bb2oi_1                1
sky130_fd_sc_hd__dlymetal6s2s_1           1
sky130_fd_sc_hd__dfrtp_1                  4
sky130_fd_sc_hd__a211oi_1                 1
sky130_fd_sc_hd__nand2_1                  2
==> power breakdown <==
part,switching [mW],internal [mW],leakage [nW]
Combinational,0.0737,0.122,0.173
Clock,0.0576,0.116,0.0150
Sequential,0.0149,0.180,0.0596
Total,0.146,0.417,0.248
==> cells by family (layout without fill, tap and decap cells) <==
logic type	Yosys count	in the layout	share of synthesized area, %
flops	5	5	41.57
compound gates	14	14	33.75
simple gates	9	9	15.23
buf+inv	6	27	9.466
==> how the worst max path moves through the flow <==
| stage | startpoint | to | slack [ps] |
|---|---|---|---|
| 5_1_grt | currentState[1] | Dispense | -300 |
| 4_1_cts | currentState[4] | Dispense | -370 |
| 6_report | currentState[1] | Dispense | -240 |
==> synth_stat cells <==
master	instances	area (µm²)
sky130_fd_sc_hd__nand2_1	2	7.510
sky130_fd_sc_hd__a2bb2oi_1	1	8.760
sky130_fd_sc_hd__buf_4	1	7.510
sky130_fd_sc_hd__or2_1	1	6.260
sky130_fd_sc_hd__dfrtp_1	4	100.1
sky130_fd_sc_hd__nor2_1	3	11.26
sky130_fd_sc_hd__o21a_1	1	7.510
sky130_fd_sc_hd__o21ai_1	1	5.000
sky130_fd_sc_hd__o21ai_0	1	5.000
sky130_fd_sc_hd__o41ai_1	1	8.760
sky130_fd_sc_hd__nor3b_1	2	15.01
sky130_fd_sc_hd__o41ai_2	1	16.27
sky130_fd_sc_hd__inv_1	3	11.26
sky130_fd_sc_hd__a211oi_1	1	7.510
sky130_fd_sc_hd__dfstp_2	1	26.28
sky130_fd_sc_hd__buf_2	2	10.01
sky130_fd_sc_hd__a21oi_1	5	25.02
sky130_fd_sc_hd__and2_1	1	6.260
sky130_fd_sc_hd__a221oi_1	1	8.760
sky130_fd_sc_hd__a22o_2	1	10.01
==> per-layer routing <==
metal  up-vias  share of wire, %  wire length [µm]  GRT usage (%)
met2        13                40               340          3.692
li1        163                 -                 -              -
met5         -                 0                 0              0
met4         0               1.6                14         0.7042
met3         2                12               104          1.705
met1       143                46               398          3.219
==> stage by stage <==
| stage | util [%] | setup slack, ps | total power, mW | hold slack [ps] | std cells |
|---|---|---|---|---|---|
| CTS | 15.20 | -367.3 | 0.5442 | 214.8 | 100 |
| floorplan | - | 170.1 | 0.2648 | 37.79 | 34 |
| detailed placement | 14.18 | -521.8 | 0.3563 | 472.8 | 93 |
| global placement | 14.18 | -515.6 | 0.3547 | 474.1 | 93 |
| finish | 16.19 | -235.8 | 0.5632 | 216.1 | 101 |
| global route | 16.19 | -299.9 | 0.6010 | 225.0 | 101 |
==> repair_timing <==
action                                  4_1_cts  5_1_grt
hold buffers                                  0        0
cloned                                        0        0
pin swaps                                     3        2
resized                                      15        6
setup buffers                                 3        1
endpoints found under the setup margin        5        4
==> critical path, cell delays in order, from the launching register on <==
cell and delay, ps:
sky130_fd_sc_hd__dfrtp_1 400, sky130_fd_sc_hd__buf_6 120, sky130_fd_sc_hd__o41ai_2 300, sky130_fd_sc_hd__o21ai_1 100
sky130_fd_sc_hd__buf_2 120
==> cell type report <==
| class | count | area, µm² |
|---|---|---|
| repair buffers | 20 | 172.7 |
| fillers | 384 | 2863 |
| well taps | 46 | 57.56 |
| flip-flops and latches | 5 | 126.4 |
| clock buffers | 4 | 26.28 |
| inverters | 3 | 11.26 |
| multi-input cells | 23 | 158.9 |
No activity file was given, so power comes from the tool's default toggle rates.
